[flow/run.sh]
#!/bin/bash
# OpenROAD 26Q1-2900-gdf79404cd8, Yosys 0.63+post, stock flow scripts
make -C /OpenROAD-flow-scripts/flow DESIGN_CONFIG=/design/flow/config.mk WORK_HOME=/design/flow/orfs finish
[flow/config.mk]
export PLATFORM = sky130hd
export DESIGN_NAME = dbgtest
export DESIGN_NICKNAME = dbgtest
export VERILOG_FILES = /design/flow/design.v
export SDC_FILE = /design/flow/constraint.sdc
export NUM_CORES = 4
export LEC_CHECK = 1
export CORE_UTILIZATION = 40
[flow/constraint.sdc]
current_design dbgtest

set clk_period 4.9
set clk_io_pct 0.2

create_clock -name clk0 -period $clk_period [get_ports {clk}]

set non_clock_inputs [all_inputs -no_clocks]
set_input_delay [expr $clk_period * $clk_io_pct] -clock clk0 $non_clock_inputs
set_output_delay [expr $clk_period * $clk_io_pct] -clock clk0 [all_outputs]
[flow/design.v]
module u8dbg(
    input clk,                           
    input [15:0] write_data,             
    output reg [15:0] read_data,         
    input start, output reg trigger,     
    input [6:0] dbgreg,                  
    input direction,                     
    output reg dbg_clk, inout dbg_sdata  
);
reg dbg_we = 1'b0;  
reg dbg_sw = 1'b0;
assign dbg_sdata = dbg_we ? dbg_sw : 1'bz;
localparam STATE_IDLE = 3'b000;      
localparam STATE_COMMAND = 3'b001;   
localparam STATE_READ = 3'b010;      
localparam STATE_WRITE = 3'b011;     
localparam STATE_END = 3'b100;       
reg [2:0] state = STATE_IDLE;
wire [7:0] command = {dbgreg, direction};  
reg [7:0] cycle_counter = 0;
always @(posedge clk) begin
    case (state)
        STATE_IDLE: begin
            dbg_we <= 0;  
            dbg_clk <= 1;
            trigger <= 0;
            if (start)
                state <= STATE_COMMAND;  
        end
        STATE_COMMAND: begin
            if (cycle_counter < 16) begin
                dbg_we <= 1;
                if (cycle_counter & 1)
                    dbg_clk <= 1;
                else begin  
                    dbg_clk <= 0;
                    dbg_sw <= command[7 - (cycle_counter >> 1)];
                end
                cycle_counter <= cycle_counter + 1;
            end else begin
                cycle_counter <= 0;
                if (direction) begin
                    dbg_we <= 0;
                    state <= STATE_READ;
                end else begin
                    dbg_we <= 1;
                    state <= STATE_WRITE;
                end
            end
        end
        STATE_READ: begin
            if (cycle_counter < 32) begin
                if (cycle_counter & 1) begin  
                    dbg_clk <= 1;
                    read_data[15 - (cycle_counter >> 1)] <= dbg_sdata;
                end else
                    dbg_clk <= 0;
                cycle_counter <= cycle_counter + 1;
            end else begin
                cycle_counter <= 0;
                state <= STATE_END;
            end
        end
        STATE_WRITE: begin
            if (cycle_counter < 32) begin
                if (cycle_counter & 1)
                    dbg_clk <= 1;
                else begin  
                    dbg_clk <= 0;
                    dbg_sw <= write_data[15 - (cycle_counter >> 1)];
                end
                cycle_counter <= cycle_counter + 1;
            end else begin
                dbg_we <= 0;
                cycle_counter <= 0;
                state <= STATE_END;
            end
        end
        STATE_END: begin
            trigger <= 1;
            state <= STATE_IDLE;
        end
        default: state <= STATE_IDLE;
    endcase
end
endmodule
module uart_tx(
    input aclk,
    input [7:0] tdata, input tvalid, output reg tready,
    output reg tx_out
);
reg [9:0] data_shift_reg;
reg [7:0] bit_counter = 0;
reg idle = 1'b1;
parameter prescale_div = 10417;  
reg [15:0] prescale_ctr = 0;
always @(posedge aclk) begin
    if (idle) begin
        if (tvalid) begin
            tready <= 0;
            data_shift_reg <= {1'b1, tdata, 1'b0};  
            idle <= 0;
        end else begin
            tready <= 1;
            tx_out <= 1;
        end
    end else begin
        if (prescale_ctr < prescale_div - 1)
            prescale_ctr <= prescale_ctr + 1;
        else begin
            prescale_ctr <= 0;
            if (bit_counter < 10) begin
                {data_shift_reg, tx_out} <= {1'b0, data_shift_reg};
                bit_counter <= bit_counter + 1;
            end else begin
                bit_counter <= 0;
                tready <= 1;
                idle <= 1;
            end
        end
    end
end
endmodule
module uart_rx(
    input aclk,
    output reg [7:0] tdata, output reg tvalid, input tready,
    input rx_in
);
reg [8:0] data_shift_reg = 0;
reg [7:0] bit_counter = 0;
reg idle = 1'b1;
parameter prescale_div = 10417;  
reg [15:0] prescale_ctr = 0;
always @(posedge aclk) begin
    if (prescale_ctr < prescale_div - 1)
        prescale_ctr <= prescale_ctr + 1;
    else begin
        if (idle) begin
            if (~rx_in)  
                idle <= 0;
        end else begin
            prescale_ctr <= 0;
            if (bit_counter < 9) begin  
                bit_counter <= bit_counter + 1;
                data_shift_reg <= {rx_in, data_shift_reg[7:1]};
            end else begin
                bit_counter <= 0;
                tdata <= data_shift_reg[7:0];
                tvalid <= 1;
                idle <= 1;
            end
        end
    end
    if (tvalid & tready)
        tvalid <= 0;
end
endmodule
module dbgtest(
    input clk,
    inout [1:0] JA,
    input RsRx, output RsTx
);
parameter debug_clk_div = 24;
reg debug_clk = 1'b0;
reg [15:0] debug_clk_ctr = 0;
always @(posedge clk) begin
    if (debug_clk_ctr < debug_clk_div / 2 - 1)
        debug_clk_ctr <= debug_clk_ctr + 1;
    else begin
        debug_clk_ctr <= 0;
        debug_clk <= ~debug_clk;
    end
end
reg [15:0] write_data = 0; wire [15:0] read_data;
reg start = 1'b0; wire trigger; reg [6:0] dbgreg; reg direction = 1'b0;
u8dbg debug(debug_clk, write_data, read_data,
    start, trigger, dbgreg, direction,
    JA[0], JA[1]);  
reg [7:0] tx_tdata = 0; reg tx_tvalid = 1'b0; wire tx_tready;
uart_tx ser_tx(clk, tx_tdata, tx_tvalid, tx_tready, RsTx);
wire [7:0] rx_tdata; wire rx_tvalid; reg rx_tready = 1'b0;
uart_rx ser_rx(clk, rx_tdata, rx_tvalid, rx_tready, RsRx);
localparam STATE_START = 3'b000;         
localparam STATE_READ_CMD = 3'b001;      
localparam STATE_READ_REG = 3'b010;      
localparam STATE_READ_VAL = 3'b011;      
localparam STATE_RUNNING = 3'b100;       
localparam STATE_WRITE_RESP = 3'b101;    
reg [3:0] state = STATE_START;
reg [1:0] val_onum = 0;
always @(posedge clk) begin
    case (state)
        STATE_START: begin
            state <= STATE_READ_CMD;
        end
        STATE_READ_CMD: begin
            rx_tready <= 1;
            if (rx_tvalid) begin
                if (rx_tdata == 8'h72) begin  
                    direction <= 1;
                    state <= STATE_READ_REG;
                end else if (rx_tdata == 8'h77) begin  
                    direction <= 0;
                    state <= STATE_READ_REG;
                end else  
                    state <= STATE_START;
            end
        end
        STATE_READ_REG: begin
            if (rx_tvalid) begin
                dbgreg <= rx_tdata[6:0];
                if (direction) begin  
                    rx_tready <= 0;
                    state <= STATE_RUNNING;
                end else  
                    state <= STATE_READ_VAL;
            end
        end
        STATE_READ_VAL: begin
            if (rx_tvalid) begin
                if (val_onum == 0) begin  
                    write_data[15:8] <= rx_tdata;
                    val_onum <= 1;
                end else begin  
                    write_data[7:0] <= rx_tdata;
                    rx_tready <= 0;
                    val_onum <= 0;
                    state <= STATE_RUNNING;
                end
            end
        end
        STATE_RUNNING: begin
            if (trigger) begin
                start <= 0;
                state <= STATE_WRITE_RESP;
            end else
                start <= 1;
        end
        STATE_WRITE_RESP: begin
            if (tx_tready) begin
                if (val_onum == 0) begin  
                    if (~direction)
                        tx_tdata <= 8'h10;
                    else
                        tx_tdata <= read_data[15:8];
                    tx_tvalid <= 1;
                    val_onum <= 1;
                end else if (val_onum == 1) begin  
                    if (~direction)
                        tx_tdata <= 8'h00;
                    else
                        tx_tdata <= read_data[7:0];
                    tx_tvalid <= 1;
                    val_onum <= 2;
                end else begin  
                    tx_tvalid <= 0;
                    val_onum <= 0;
                    state <= STATE_START;
                end
            end
        end
        default: state <= STATE_START;
    endcase
end
endmodule
==> qor.csv <==
metric,value,unit
die_y,140,um
ys_cells,576,
synthTopLogicFamily,simple AND/OR/NAND/NOR gates,
dieWidth,140,um
routabilityCongestion,0.816,
ys_seq_share,62.7,%
yosys.stat.chipArea,7660,um^2
pin_count,5,
outcome,aborted with a tool error,
top_cells_by_area,"edfxtp_1 (58%), dfxtp_1 (4.7%), ha_1 (3.8%)",
stop_stage,4_1_cts,
avgSynthCellArea,13.3,um^2
edf_count,148,
adder_share,3.76,%
synth_area,7660,um^2
yosysTopAreaCell,edfxtp_1,
h-tree-depth,4,
cts_setup_buffers,0,
yosysWarnings,5,
ys_ff,166,
num_rows,50,
mux_share,5.87,%
place.port_buffers,2,
top_area_share,58.0,%
netlist_instances,576,
holdBufCountCts,0,
untimed_endpoints,63,
unclocked_regs,30,
synthDistinctLibCells,64,
synthFlopType,edfxtp_1,
error,"[error] [KeplerFormal.cpp:679] Workflow failed: Iso has multiple drivers: .JA1, JA[1]$_DFFE_PP_.Q0",
cts_made_buffers,17,
ctsResizeCount,0,
async_flop_share,0,%
synth-xor-area-share,5.08,%
initCoreUtil,40.9,%
dp_hpwl,8.07,mm
dp_slack,2.47,ns
place_inst,823,
root_buffer,clkbuf_16,
clock_path_buffers,2,
simple_gate_share,16.1,%
synthAoiAreaFrac,4.33,%
-- stage by stage --
step / area [um^2] / power [uW]
detailed placement: 8030 / 2270
global placement: 8030 / 2240
floorplan: 7740 / 2130
-- cell families after synthesis --
family | Yosys count
AND-OR/OR-AND | 50
XOR/XNOR | 38
adder cells (fa/ha/maj) | 23
buffers and inverters | 41
flip-flops | 166
multiplexers | 33
other | 1
AND/OR/NAND/NOR | 224
-- Yosys cell counts (7+ instances only) --
library cell  count
clkbuf_1         10
mux2_1           23
nand4_1          13
ha_1             23
xnor2_1          19
nand2_1          48
mux4_2            7
xor2_1           16
nand3_1          30
o21ai_1           9
inv_1            20
dfxtp_1          18
edfxtp_1        148
nor2_1           69
a21boi_1          7
Power is estimated from default activity; no workload was simulated.
